<file path="design/flow/constraint.sdc">
current_design BRAM_IF

set clk_period 8.2
set clk_io_pct 0.2

create_clock -name clk0 -period $clk_period [get_ports {axi_clk}]

set non_clock_inputs [all_inputs -no_clocks]
set_input_delay [expr $clk_period * $clk_io_pct] -clock clk0 $non_clock_inputs
set_output_delay [expr $clk_period * $clk_io_pct] -clock clk0 [all_outputs]
</file>
<file path="design/flow/design.v">
`timescale 1ns / 1ps
module BRAM_IF(
    output  reg [31:0]      bram_write_data,         
    output  reg [3:0]       STATE,                   
    input   wire            axi_start_read,          
    input   wire            axi_start_write,         
    input   wire            axi_clk,
    input   wire            axi_rst,
    input   wire [31:0]     axi_bram_addr,           
    input   wire [31:0]     axi_bram_write_data,     
    output  reg  [31:0]     axi_bram_read_data,      
    input   wire [31:0]     sha_bram_addr,        
    output  reg  [31:0]     sha_bram_read_data,      
    input   wire            sha_start_read,          
    output  reg             bram_complete,           
    output  reg [31:0]      addr_BRAM,               
    output  wire            clk_BRAM,                
    output  reg [31:0]      dout_BRAM,               
    input   wire [31:0]     din_BRAM,                
    output  reg             en_BRAM,                 
    output  wire            rst_BRAM,                
    output  reg [3:0]       we_BRAM                  
    );
    localparam  
            IDLE        = 0,
            READ1       = 1,
            READ2       = 2,
            READ3       = 3,         
            WRITE1      = 4,
            WRITE2      = 5,
            WRITE3      = 6,       
            HOLD        = 7,
            SHA_READ1   = 8,
            SHA_READ2   = 9,
            SHA_READ3   = 10;        
    assign rst_BRAM     =   ~axi_rst;            
    assign clk_BRAM     =   axi_clk;             
    reg [3:0]       NXT_STATE;   
    always @(negedge axi_clk) begin                  
        if ( rst_BRAM  == 1'b1 ) begin               
	            addr_BRAM       <= 32'b0;
                dout_BRAM       <= 32'b0;                
                we_BRAM         <=  4'b0;
                en_BRAM         <=  1'b0;
                bram_complete   <=  1'b0;
                NXT_STATE       <=  IDLE;            
         end 
	    else if ( rst_BRAM == 1'b0 ) begin          
            if ((STATE == IDLE) && 
                (sha_start_read== 1'b1)) 
            begin
                we_BRAM             <= 4'b0;
                en_BRAM             <= 1'b0;
                addr_BRAM           <= axi_bram_addr[31:0];      
                dout_BRAM           <= 32'b0;           
                bram_complete       <=  1'b0;
                NXT_STATE           <= SHA_READ1;                
            end
            if ((STATE == IDLE) && 
                (axi_start_read== 1'b1)) 
            begin
                we_BRAM             <= 4'b0;
                en_BRAM             <= 1'b0;
                addr_BRAM           <= axi_bram_addr[31:0];      
                dout_BRAM           <= 32'b0;           
                bram_complete       <=  1'b0;
                NXT_STATE           <= READ1;                    
            end
            else if ((STATE == IDLE) && 
                     (axi_start_write== 1'b1)) 
            begin                   
                we_BRAM             <= 4'b0000;
                en_BRAM             <= 1'b0;
                addr_BRAM           <= axi_bram_addr[31:0];       
                dout_BRAM           <= axi_bram_write_data;       
                NXT_STATE           <= WRITE1;                    
            end  
            else if ((STATE == IDLE) && 
                     (~axi_start_write== 1'b1) && 
                     (~axi_start_read == 1'b1) &&
                     (~sha_start_read == 1'b1)) 
            begin        
                NXT_STATE           <= IDLE;                     
            end
            else if(STATE == READ1) 
            begin
                en_BRAM             <= 1'b1;                    
                we_BRAM             <= 4'b0000;                 
                addr_BRAM           <= axi_bram_addr[31:0];     
                NXT_STATE           <= READ2;
            end
            else if (STATE == READ2) 
            begin
                en_BRAM             <= 1'b1;                     
                we_BRAM             <= 4'b0000;                  
                axi_bram_read_data  <= din_BRAM;                 
                bram_complete       <= 1'b1;
                NXT_STATE           <= HOLD;                     
            end       
            else if (STATE == WRITE1) 
            begin 
                en_BRAM             <= 1'b1;                     
                we_BRAM             <= 4'b0000;                  
                dout_BRAM           <= axi_bram_write_data;      
                addr_BRAM           <= axi_bram_addr[31:0];      
                NXT_STATE           <= WRITE2;               
            end
            else if(STATE == WRITE2)   
            begin      
                en_BRAM             <= 1'b1;
                we_BRAM             <= 4'b1111;
                dout_BRAM           <= axi_bram_write_data;      
                bram_write_data     <= axi_bram_write_data;      
                addr_BRAM           <= axi_bram_addr[31:0];      
                NXT_STATE           <= WRITE3;                  
            end
            else if(STATE == WRITE3)   
            begin      
                en_BRAM             <= 1'b0;
                we_BRAM             <= 4'b1111;
                dout_BRAM           <= axi_bram_write_data;      
                addr_BRAM           <= axi_bram_addr[31:0];      
                NXT_STATE           <= READ1;                    
            end
            else if(STATE == SHA_READ1) 
            begin
                en_BRAM             <= 1'b1;                     
                we_BRAM             <= 4'b0000;                  
                addr_BRAM           <= sha_bram_addr[31:0];      
                NXT_STATE           <= SHA_READ2;
            end
            else if (STATE == SHA_READ2) 
            begin
                en_BRAM             <= 1'b1;                     
                we_BRAM             <= 4'b0000;                  
                sha_bram_read_data  <= din_BRAM;                 
                bram_complete       <= 1'b1;
                NXT_STATE           <= HOLD;                     
            end       
            else if((STATE == HOLD) &&              
                   ((axi_start_read == 1'b1) ||
                    (axi_start_write== 1'b1) ))            
            begin
                we_BRAM             <=  4'b0;
                en_BRAM             <=  1'b0;
                addr_BRAM           <= 32'b0;
                bram_complete       <=  1'b1;        
                NXT_STATE           <= HOLD;
            end
            else if((STATE == HOLD) &&              
                   ((axi_start_read == 1'b0) &&
                    (axi_start_write== 1'b0) ))            
            begin
                we_BRAM             <=  4'b0;
                en_BRAM             <=  1'b0;
                addr_BRAM           <= 32'b0;
                bram_complete       <=  1'b0;
                NXT_STATE           <= IDLE;
            end
        end   
     end        
    always @(posedge axi_clk) begin              
        if ( rst_BRAM  == 1'b1 ) begin           
            STATE           <=  IDLE;            
        end 
        else if ( rst_BRAM == 1'b0 ) begin       
            STATE           <= NXT_STATE;
        end             
    end
endmodule
</file>
<file path="design/flow/config.mk">
export PLATFORM = sky130hd
export DESIGN_NAME = BRAM_IF
export DESIGN_NICKNAME = BRAM_IF
export VERILOG_FILES = /design/flow/design.v
export SDC_FILE = /design/flow/constraint.sdc
export NUM_CORES = 4
export LEC_CHECK = 1
export CORE_UTILIZATION = 40
</file>
<file path="design/flow/run.sh">
#!/bin/bash
# OpenROAD 26Q1-2900-gdf79404cd8, Yosys 0.63+post, stock flow scripts
make -C /OpenROAD-flow-scripts/flow DESIGN_CONFIG=/design/flow/config.mk WORK_HOME=/design/flow/orfs finish
</file>
==> results.txt <==
Flow results follow.

The run finished with clean final reports. The placement-stage worst setup slack is 0.2797 ns. The power report puts the leakage power at 4.985 nW. The synthesized design devotes to its leading area cell type 37.70% of total area.

The via count of the first global-routing pass is 7507. Among all stages on the critical path, the maximum delay recorded is 0.63 ns. Per STA, the worst path is made up of clkdlybuf4s50_1 > nor2b_1 > nand3b_1 > o221ai_1 > o22ai_1. In this run the vertical extent of the chip is 140.3 um. The final count of negative-setup-slack endpoints is 0. The wire length recorded after detailed routing is 26200 um. The horizontal die dimension is 140.3 um.

The cell area after synthesis is 7646 um2. The TritonCTS clock tree is yes. The standard cell area after detailed placement is 10870 um2. The worst setup path is launched from a primary input. The final standard cell utilization of the core is 65.40%.

The routability congestion estimate is 0.8952. The initial antenna violation count is 6. The clock tree skew after final layout is 0.06602 ns. The per-cell routed wire length is 18.14 um. Summing all multiplexer cells gives an area fraction of 0%.

The worst hold-check path type is flop to flop. The power density relative to cell area is 216.0 nW/um2. By startpoint and endpoint, the worst setup path is classified as primary input to flop.

The worst max-slew margin expressed relative to the limit is 38.90%. The HPWL after detailed placement is 18160 um. The final number of hold-violating endpoints is 0. The number of synthesis warnings is 1. Per the detail_route report, the via count comes to 7781. Setup slack closes at 0.8768 ns.

The top logic cell family in the synthesized netlist is AND-OR/OR-AND gates. The first global-routing pass estimated 40300 um of wire. The area of the core is 18710 um2. Adding up every negative setup slack in the final design gives 0 ns. The layout has 1405 filler cells.

On the reported timing paths, the clock transition at the registers reads 0.04 ns. In this run, the synthesized area fraction spent on AND-OR/OR-AND gates is recorded as 23.25%. The area of all placed cells without fillers is 12230 um2. The detailed router's first-iteration violation count is 539. The dominant cell type by area after synthesis is sky130_fd_sc_hd__edfxtp_1. The transition time recorded at the tightest slew-check pin is 0.9125 ns. The mean instance size in the synthesized netlist is 10.37 um2. In this run the layout overhead on the synthesized area is reported as 60.01%. The number of buffers inserted by post-CTS setup repair is 0. The total overflow left after global routing is 0. The floorplan die area is 19670 um2. In the synthesized netlist, the number of instances is 737.

The clock latency on the worst-skew pair is 0.60 ns. Setup repair after global routing left no endpoint under its margin. The site row count is 50.

The detail-routed via count per cell is 5.389. In this run, synthesis produced a sequential element count of 174. The count of pins on the block boundary is 305.

The layout summary lists the proportion of cells stronger than drive strength 1 as 6.617%. The post-synthesis cell count from yosys is 737. The number of warning messages in the logs is 27.

Per the placement log, port buffering inserted 304 buffers. The first-pass iteration count of the detailed router is 7. Post-synth the commonest register cell is sky130_fd_sc_hd__edfxtp_1. The area recorded from the Yosys report for this design is 7646 um2.

The global routing report lists combined usage of all routing layers as 27.69%. The arrival time of the worst setup path is 3.68 ns. The count of unique library cells instantiated by Yosys is 54. The synthesis report lists the most area-consuming cells as sky130_fd_sc_hd__edfxtp_1, sky130_fd_sc_hd__dfxtp_1, sky130_fd_sc_hd__a21oi_1.

The number of remaining DRC errors is 0. The largest net degree at the start of global routing is 46. Across the run, the number of max-cap violations was 0. The report lists the number of cells resized after CTS as 0. The synthesis report gives the async set-or-reset register share as 0%.

The final-report max-slew violation count is 0. After clock tree synthesis, the flow added hold-fix buffers numbering 0. The simple-gate portion of the synthesized area is 13.96%. Summing the areas of all fa, ha and maj instances in the mapped netlist gives 0% of the synthesized area. The number of enable-type register cells in the synthesized netlist is 96. STA classifies the critical path endpoint as a flop.

The register share after synthesis is 58.12%. The share of the core filled by cells before placement is 40.88%. The worst-case IR drop observed on VDD is 0.1421 mV. The remaining antenna violation count after routing is 0.

The report shows a maximum critical-path fanout of 17. Per the synthesis report, the XOR/XNOR share of the synthesized area is 0%. The slowest stage cell on the critical path is sky130_fd_sc_hd__clkdlybuf4s50_1.

The required arrival time at the worst endpoint is 4.56 ns.
==> metrics by stage <==
stage | hold slack, ns | power, mW | cells
2_1_floorplan | 0.4218 | 1.319 | 737
3_3_place_gp | 0.4464 | 1.513 | 1239
3_5_place_dp | 0.4527 | 1.521 | 1239
4_1_cts | 0.4568 | 2.687 | 1443
5_1_grt | 0.4829 | 2.832 | 1443
6_report | 0.4523 | 2.642 | 1444
==> layout make-up <==
| type | instances | area [um2] | area share (%) |
|---|---|---|---|
| clock buffers | 21 | 510.5 | 4.173 |
| inverters | 7 | 26.28 | 0.2148 |
| clock inverters | 185 | 860.8 | 7.036 |
| repair buffers | 329 | 3228 | 26.39 |
| well taps | 234 | 292.8 | 2.393 |
| flip-flops and latches | 174 | 4447 | 36.35 |
| multi-input cells | 493 | 2867 | 23.43 |
| diodes | 1 | 2.502 | 0.02045 |
==> worst paths after layout <==
check	from	end	slack (ns)	cells after the start
max reg2reg	STATE[1]$_SDFF_PN0_	addr_BRAM[8]$_SDFF_NN0_	1.65	5
min	NXT_STATE[1]$_SDFFE_NP0P_	NXT_STATE[1]$_SDFFE_NP0P_	0.45	2
min reg2reg	NXT_STATE[1]$_SDFFE_NP0P_	NXT_STATE[1]$_SDFFE_NP0P_	0.45	2
max	sha_start_read	addr_BRAM[8]$_SDFF_NN0_	0.88	5
==> layout by cell type (no fill, tap or decap), types with 17 or more instances in the layout <==
master and count:
sky130_fd_sc_hd__clkbuf_16 20, sky130_fd_sc_hd__o22ai_1 19, sky130_fd_sc_hd__o221ai_1 17, sky130_fd_sc_hd__nand3_1 43, sky130_fd_sc_hd__nor2_1 64, sky130_fd_sc_hd__a22oi_1 23
sky130_fd_sc_hd__edfxtp_1 96, sky130_fd_sc_hd__nand2_1 77, sky130_fd_sc_hd__buf_4 26, sky130_fd_sc_hd__a21oi_1 92, sky130_fd_sc_hd__o21ai_0 35, sky130_fd_sc_hd__clkdlybuf4s50_1 304
sky130_fd_sc_hd__a211oi_1 18, sky130_fd_sc_hd__inv_1 176, sky130_fd_sc_hd__dfxtp_1 76
==> where the power goes <==
group / switching (mW) / internal (mW)
registers: 0.0310 / 0.962
clock network: 0.625 / 0.635
logic: 0.187 / 0.202
==> Yosys cell counts, types with 2 or more instances <==
cell / number
sky130_fd_sc_hd__o22ai_1: 19
sky130_fd_sc_hd__nor4_1: 2
sky130_fd_sc_hd__a221oi_1: 2
sky130_fd_sc_hd__a211o_1: 10
sky130_fd_sc_hd__o21a_1: 2
sky130_fd_sc_hd__nor2_1: 64
sky130_fd_sc_hd__nor3b_2: 3
sky130_fd_sc_hd__nand3_1: 43
sky130_fd_sc_hd__dfxtp_1: 78
sky130_fd_sc_hd__nand2_1: 77
sky130_fd_sc_hd__nor2b_1: 8
sky130_fd_sc_hd__o31a_1: 6
sky130_fd_sc_hd__and3_1: 2
sky130_fd_sc_hd__o21bai_1: 3
sky130_fd_sc_hd__nand3b_1: 3
sky130_fd_sc_hd__a22oi_1: 23
sky130_fd_sc_hd__o211ai_1: 5
sky130_fd_sc_hd__and2_1: 7
sky130_fd_sc_hd__buf_1: 3
sky130_fd_sc_hd__clkbuf_1: 20
sky130_fd_sc_hd__nand2b_1: 6
sky130_fd_sc_hd__buf_2: 29
sky130_fd_sc_hd__a21oi_1: 93
sky130_fd_sc_hd__buf_6: 6
sky130_fd_sc_hd__inv_1: 7
sky130_fd_sc_hd__o21ai_0: 35
sky130_fd_sc_hd__a2bb2oi_1: 14
sky130_fd_sc_hd__a211oi_1: 18
sky130_fd_sc_hd__o221ai_1: 17
sky130_fd_sc_hd__nor3_1: 3
sky130_fd_sc_hd__a32o_1: 9
sky130_fd_sc_hd__buf_4: 3
sky130_fd_sc_hd__edfxtp_1: 96
==> worst max-delay path, delay by kind of cell <==
kind / cells / cell delay (ns)
and+or+nand+nor: 2 / 0.85
AOI/OAI and AO/OA: 2 / 0.55
buffers and inverters: 1 / 0.63
==> routing by layer <==
layer | GRT usage, % | routed length (um) | up-vias
li1 | - | - | 3694
met2 | 40.32 | 12360 | 407
met3 | 12.30 | 2662 | 36
met4 | 8.502 | 417 | 10
met1 | 38.71 | 10700 | 3634
met5 | 0 | 58 | -
==> cells by family after synthesis <==
group           after synthesis
buf+inv                      70
simple gates                225
flops                       174
compound gates              268
==> state kept, by name, summed over array words and instances, names as in the netlist <==
signal / count
en_BRAM: 1
bram_complete: 1
dout_BRAM: 32
we_BRAM: 4
axi_bram_read_data: 32
addr_BRAM: 32
bram_write_data: 32
STATE: 4
sha_bram_read_data: 32
NXT_STATE: 4
Power figures rest on the tool's default switching activity, not on a simulated workload.
